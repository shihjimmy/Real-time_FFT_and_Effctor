**flow/run.sh**
```bash
#!/bin/bash
# OpenROAD 26Q1-2900-gdf79404cd8, Yosys 0.63+post, stock flow scripts
make -C /OpenROAD-flow-scripts/flow DESIGN_CONFIG=/design/flow/config.mk WORK_HOME=/design/flow/orfs finish
```
**flow/design.v**
```verilog
module SevenHexDecoder (
	input        [4:0] i_hex,
	output logic [6:0] o_seven_ten,
	output logic [6:0] o_seven_one
);
parameter D0 = 7'b1000000;
parameter D1 = 7'b1111001;
parameter D2 = 7'b0100100;
parameter D3 = 7'b0110000;
parameter D4 = 7'b0011001;
parameter D5 = 7'b0010010;
parameter D6 = 7'b0000010;
parameter D7 = 7'b1011000;
parameter D8 = 7'b0000000;
parameter D9 = 7'b0010000;
always_comb begin
	o_seven_ten = 0; 
	o_seven_one = 0;
	case(i_hex)
		6'h00: begin o_seven_ten = D0; o_seven_one = D0; end
		6'h01: begin o_seven_ten = D0; o_seven_one = D1; end
		6'h02: begin o_seven_ten = D0; o_seven_one = D2; end
		6'h03: begin o_seven_ten = D0; o_seven_one = D3; end
		6'h04: begin o_seven_ten = D0; o_seven_one = D4; end
		6'h05: begin o_seven_ten = D0; o_seven_one = D5; end
		6'h06: begin o_seven_ten = D0; o_seven_one = D6; end
		6'h07: begin o_seven_ten = D0; o_seven_one = D7; end
		6'h08: begin o_seven_ten = D0; o_seven_one = D8; end
		6'h09: begin o_seven_ten = D0; o_seven_one = D9; end
		6'h0a: begin o_seven_ten = D1; o_seven_one = D0; end
		6'h0b: begin o_seven_ten = D1; o_seven_one = D1; end
		6'h0c: begin o_seven_ten = D1; o_seven_one = D2; end
		6'h0d: begin o_seven_ten = D1; o_seven_one = D3; end
		6'h0e: begin o_seven_ten = D1; o_seven_one = D4; end
		6'h0f: begin o_seven_ten = D1; o_seven_one = D5; end
		6'h10: begin o_seven_ten = D1; o_seven_one = D6; end
		6'h11: begin o_seven_ten = D1; o_seven_one = D7; end
		6'h12: begin o_seven_ten = D1; o_seven_one = D8; end
		6'h13: begin o_seven_ten = D1; o_seven_one = D9; end
		6'h14: begin o_seven_ten = D2; o_seven_one = D0; end
		6'h15: begin o_seven_ten = D2; o_seven_one = D1; end
		6'h16: begin o_seven_ten = D2; o_seven_one = D2; end
		6'h17: begin o_seven_ten = D2; o_seven_one = D3; end
		6'h18: begin o_seven_ten = D2; o_seven_one = D4; end
		6'h19: begin o_seven_ten = D2; o_seven_one = D5; end
		6'h1a: begin o_seven_ten = D2; o_seven_one = D6; end
		6'h1b: begin o_seven_ten = D2; o_seven_one = D7; end
		6'h1c: begin o_seven_ten = D2; o_seven_one = D8; end
		6'h1d: begin o_seven_ten = D2; o_seven_one = D9; end
		6'h1e: begin o_seven_ten = D3; o_seven_one = D0; end
		6'h1f: begin o_seven_ten = D3; o_seven_one = D1; end
		6'h20: begin o_seven_ten = D3; o_seven_one = D2; end
		default: begin o_seven_ten = 0; o_seven_one = 0; end
	endcase
end
endmodule
```
**flow/constraint.sdc**
```tcl
current_design SevenHexDecoder

set clk_period 2.1
set clk_io_pct 0.2

create_clock -name clk0 -period $clk_period

set non_clock_inputs [all_inputs -no_clocks]
set_input_delay [expr $clk_period * $clk_io_pct] -clock clk0 $non_clock_inputs
set_output_delay [expr $clk_period * $clk_io_pct] -clock clk0 [all_outputs]
```
**flow/config.mk**
```make
export PLATFORM = sky130hd
export DESIGN_NAME = SevenHexDecoder
export DESIGN_NICKNAME = SevenHexDecoder
export VERILOG_FILES = /design/flow/design.v
export SDC_FILE = /design/flow/constraint.sdc
export NUM_CORES = 4
export LEC_CHECK = 1
export CORE_AREA = 10 10 70 70
export DIE_AREA = 0 0 80 80
```
==> impl_metrics.tcl <==
# implementation run metrics
set metrics [dict create \
    hold_path.class "primary input to output pin" \
    swShare_pct 42.4 \
    synthTopCellsByArea "ha_1, buf_6, nand2_1, a31oi_2, nand3_1" \
    core_area_sq_um 3420 \
    required_ps 1680 \
    vias 661 \
    grt_max_degree 9 \
    vdd_ir_drop_max_v 0.0000682 \
    setup_viol 0 \
    dp_cells 145 \
    die_w_microns 80 \
    intPower_uw 120 \
    finalSetupTns_ps 0 \
    antenna_found_initial 0 \
    timing.setup.critical_path_class "primary input to output pin" \
    worstPathArrival_ps 1640 \
    cap_viol_max_count 0 \
    synth.cell_area_sq_um 497 \
    num_antenna_cells 0 \
    flops 0 \
    power_frac_clock_pct 0 \
    syn_inst 71 \
    yosys.area.top_type_share_pct 17.6 \
    utilization_pct 30.8 \
    fin_total_pwr_uw 209 \
    syn2layout_area_growth_pct 112 \
    fp_util_pct 14.5 \
    period_used_pct 98.0 \
    routed_via_density 4.29 \
    dieHeight_microns 80 \
    dpl_worst_slack_ps -584 \
    grt_pass1_wl_microns 3080 \
    ctsHoldBuffers 0 \
    wl_microns 1880 \
    grt_pass1_vias 646 \
    io_pins 19 \
    grt_util_all_layers_pct 5.64 \
    fin_crit_ps 2060 \
    fp-row-count 21 \
    die_area_sq_um 6400 \
    cp-start-kind "primary input" \
    p_sw_uw 88.4 \
    yosysMostFrequentCell "nand2_1" \
    top_cells_by_count "nand2_1, ha_1, nand3_1" \
    layout-drive-gt1-share_pct 50.9 \
    seq_power_share_pct 0 \
    seq_area_sq_um 0 \
    tool_warnings 38 \
    port_buffers 18 \
    post-dp-hpwl_microns 1200 \
    routabilityCongestion 0.741 \
    drt_iter0_drc 19 \
    worst_slack_ps 41.6 \
    hold_viol 0 \
    p_comb_share_pct 100.0 \
    ys_types 29 \
    nClkBuffers 0 \
    yosysChipArea_sq_um 497 \
    ant_nets 0 \
    worst-path-max-fanout 4 \
    worstSetupEndpointType "output pin" \
    max_clock_freq_mhz 486 \
    status "finished clean" \
    report.final.slew_viol_count 0 \
    dr.pass1.iters 4 \
    drcViolationCount 0 \
    grt-ovfl-total 0 \
    avgSynthCellArea_sq_um 7.00 \
    synth_top_cell_by_area "ha_1" \
    stdcell_count 154 \
    ys_cells 71 \
    p_per_area_nw_per_um2 199 \
    p_leak_nw 0.475 \
    ys_warn_count 1 \
    wl_per_cell_microns 12.2 \
    synth_seq_share_pct 0 \
]
path summary, 6_finish.rpt:
path | slack (ps) | endpoint | start | cells after the start
max | 40 | o_seven_one[3] | i_hex[0] | 9
min | 1360 | o_seven_ten[4] | i_hex[1] | 5
repair_timing:
item,4_1_cts,5_1_grt
gates cloned,3,0
gates resized,61,9
buffers inserted,5,1
pin swaps,11,6
setup endpoints to repair,13,5
through the flow:
step           cell area, sq um  hold WS (ps)
2_1_floorplan               497           884
3_3_place_gp                807          2000
3_5_place_dp                807          2000
4_1_cts                    1020          1520
5_1_grt                    1050          1420
6_report                   1050          1360
kinds of logic after synthesis:
| family | after synthesis | share of synthesized area, % |
|---|---|---|
| adders and majority gates | 7 | 17.6 |
| buffers and inverters | 13 | 18.1 |
| and+or+nand+nor | 24 | 23.2 |
| other | 1 | 0.755 |
| muxes | 2 | 4.28 |
| xor gates and xnor gates | 2 | 3.53 |
| AOI/OAI and AO/OA | 22 | 32.5 |
power by group through the flow:
| stage | Clock (mW) | Combinational, mW | Sequential, mW |
|---|---|---|---|
| 4_1_cts | 0 | 0.202 | 0 |
| 5_1_grt | 0 | 0.225 | 0 |
| 6_report | 0 | 0.209 | 0 |
final cells by class:
class                           instances  area, sq um
Inverter                                6         27.5
Tap cell                               46         57.6
Timing Repair Buffer                   44          425
Multi-Input combinational cell         58          541
Fill cell                             356         2360
layout by cell type (no fill, tap or decap), types with 2 or more instances in the layout:
master           synthesis  routed
clkdlybuf4s50_1          0       4
nand2_1                  8       7
o2111ai_1                2       2
dlymetal6s2s_1           0       3
inv_4                    0       2
o21ai_1                  4       5
o21ai_4                  0       2
a21oi_1                  4       4
nand3_1                  5       5
nor2_1                   4       3
a32o_2                   0       2
buf_6                    4       9
ha_1                     7       2
buf_4                    3      16
inv_1                    4       2
dlygate4sd2_1            0       6
inv_2                    2       2
xnor2_1                  2       2
buf_2                    0       2
ha_4                     0       5
a31oi_4                  0       2
metal layers:
layer | GRT usage (%) | wire length (microns)
met1 | 7.53 | 892
met4 | 0 | 0
met3 | 0.455 | 47
met5 | 0 | 0
met2 | 10.1 | 937
worst max-delay path, stage by stage:
cell and delay (ps):
buf_2 120, inv_4 60, ha_1 220, a31oi_4 210, o21ai_4 80, buf_4 140
o21ai_1 60, nand3_1 80, dlygate4sd2_1 240
No activity file was given, so power comes from the tool's default toggle rates.
