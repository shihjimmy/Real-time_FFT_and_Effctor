**./constraint.sdc**
```tcl
current_design Wrapper

set clk_period 40.5
set clk_io_pct 0.2

create_clock -name clk0 -period $clk_period [get_ports {avm_clk}]

set non_clock_inputs [all_inputs -no_clocks]
set_input_delay [expr $clk_period * $clk_io_pct] -clock clk0 $non_clock_inputs
set_output_delay [expr $clk_period * $clk_io_pct] -clock clk0 [all_outputs]
```
**./run.sh**
```bash
#!/bin/bash
# OpenROAD 26Q1-2900-gdf79404cd8, Yosys 0.63+post, stock flow scripts
make -C /OpenROAD-flow-scripts/flow DESIGN_CONFIG=/design/flow/config.mk WORK_HOME=/design/flow/orfs finish
```
**./design.v**
```verilog
module Wrapper (
    input          avm_rst,
    input          avm_clk,
    output [  4:0] avm_address,
    output         avm_read,
    input  [ 31:0] avm_readdata,
    output         avm_write,
    output [ 31:0] avm_writedata,
    input          avm_waitrequest,
    input  [255:0] freqs,             
    input          fft_ready,
    output [ 15:0] threshold_gate,    
    output [ 15:0] threshold_comp,    
    output [  4:0] ratio,             
    output [ 15:0] makeup,            
    output         GetMusic,
    output [  2:0] Pan
);
  localparam RX_BASE = 0 * 4;
  localparam TX_BASE = 1 * 4;
  localparam STATUS_BASE = 2 * 4;
  localparam TX_OK_BIT = 6;
  localparam RX_OK_BIT = 7;
  localparam S_IDLE = 0;
  localparam S_RECEIVE = 1;
  localparam S_SEND = 2;
  localparam S_UPDATE = 3;
  logic [255:0] freqs_r, freqs_w;
  logic [15:0] threshold_gate_r, threshold_gate_w;
  logic [15:0] threshold_camp_r, threshold_camp_w;
  logic [4:0] ratio_r, ratio_w;
  logic [15:0] makeup_r, makeup_w;
  logic [2:0]  Pan_r, Pan_w;
  logic get_r, get_w;
  logic [1:0] state_r, state_w;
  logic [31:0] rcv_data_r, rcv_data_w;   
  logic [1:0] rcv_counter_r, rcv_counter_w;   
  logic [4:0] send_counter_r, send_counter_w;   
  logic [4:0] avm_address_r, avm_address_w;
  logic avm_read_r, avm_read_w, avm_write_r, avm_write_w;
  assign threshold_comp = threshold_camp_r;
  assign threshold_gate = threshold_gate_r;
  assign ratio = ratio_r;
  assign makeup = makeup_r;
  assign GetMusic = get_r;
  assign Pan = Pan_r;
  assign avm_address = avm_address_r;
  assign avm_read = avm_read_r;
  assign avm_write = avm_write_r;
  assign avm_writedata = freqs_r[255-:8];
  task StartRead;
    input [4:0] addr;
    begin
      avm_read_w = 1;
      avm_write_w = 0;
      avm_address_w = addr;
    end
  endtask
  task StartWrite;
    input [4:0] addr;
    begin
      avm_read_w = 0;
      avm_write_w = 1;
      avm_address_w = addr;
    end
  endtask
  always_comb begin
    get_w = 0;
    state_w = state_r;
    rcv_counter_w = rcv_counter_r;
    send_counter_w = send_counter_r;
    rcv_data_w = rcv_data_r;
    avm_address_w = avm_address_r;
    avm_read_w = avm_read_r;
    avm_write_w = avm_write_r;
    state_w = state_r;
    rcv_counter_w = rcv_counter_r;
    send_counter_w = send_counter_r;
    freqs_w = freqs_r;
    threshold_gate_w = threshold_gate_r;
    threshold_camp_w = threshold_camp_r;
    ratio_w = ratio_r;
    makeup_w = makeup_r;
    Pan_w = Pan_r;
    case (state_r)
      S_IDLE: begin
        if (!avm_waitrequest && avm_readdata[RX_OK_BIT] && avm_address == STATUS_BASE) begin   
          state_w = S_RECEIVE;
          send_counter_w = 0;
          StartRead(RX_BASE);
        end 
        else if (!avm_waitrequest && avm_readdata[TX_OK_BIT] && avm_address == STATUS_BASE) begin   
          if (fft_ready) begin
            state_w = S_SEND;
            if (send_counter_r == 0) begin
              freqs_w = freqs;
            end
            StartWrite(TX_BASE);
          end
        end
        else begin
          state_w = S_IDLE;
        end
      end
      S_RECEIVE: begin
        if (!avm_waitrequest && avm_address == RX_BASE) begin
          StartRead(STATUS_BASE);
          rcv_data_w = (rcv_data_r << 8) + avm_readdata[7:0];
          if (&rcv_counter_r) begin   
            state_w = S_UPDATE;
            rcv_counter_w = 2'd0;
          end 
          else begin
            state_w = S_IDLE;
            rcv_counter_w = rcv_counter_r + 2'd1;
          end
        end 
        else begin
          state_w = S_RECEIVE;
        end
      end
      S_SEND: begin
        if (!avm_waitrequest && avm_address == TX_BASE) begin
          StartRead(STATUS_BASE);
          freqs_w = freqs_r << 8;
          state_w = S_IDLE;
          if (&send_counter_r) begin   
            send_counter_w = 0;
          end 
          else begin
            send_counter_w = send_counter_r + 5'd1;
          end
        end 
        else begin
          state_w = S_SEND;
        end
      end
      S_UPDATE: begin
        state_w = S_IDLE;
        rcv_data_w = rcv_data_r;
        StartRead(STATUS_BASE);
        case (rcv_data_r[31:16])
          16'd0: begin   
            threshold_gate_w = rcv_data_r[14:0];
          end
          16'd1: begin   
            threshold_camp_w = rcv_data_r[14:0];
          end
          16'd2: begin   
            ratio_w = rcv_data_r[4:0];
          end
          16'd3: begin   
            makeup_w = rcv_data_r[14:0];
          end
          16'd4: begin
            Pan_w = rcv_data_r[2:0];
          end
          default: begin
            get_w = 1;
          end
        endcase
      end
    endcase
  end
  always_ff @(posedge avm_clk or posedge avm_rst) begin
    if (avm_rst) begin   
      get_r <= 0;
      avm_address_r <= STATUS_BASE;
      avm_read_r <= 1;
      avm_write_r <= 0;
      state_r <= S_IDLE;
      rcv_counter_r <= 0;
      send_counter_r <= 0;
      rcv_data_r <= 32'd0;
      freqs_r <= 0;
      makeup_r <= 1;
      threshold_gate_r <= 15'd1;
      threshold_camp_r <= 15'd16383;
      ratio_r <= 5;
      Pan_r <= 2;
    end 
    else begin
      get_r <= get_w;
      avm_address_r <= avm_address_w;
      avm_read_r <= avm_read_w;
      avm_write_r <= avm_write_w;
      state_r <= state_w;
      rcv_counter_r <= rcv_counter_w;
      send_counter_r <= send_counter_w;
      rcv_data_r <= rcv_data_w;
      freqs_r <= freqs_w;
      makeup_r <= makeup_w;
      threshold_gate_r <= threshold_gate_w;
      threshold_camp_r <= threshold_camp_w;
      ratio_r <= ratio_w;
      Pan_r <= Pan_w;
    end
  end
endmodule
```
**./config.mk**
```make
export PLATFORM = sky130hd
export DESIGN_NAME = Wrapper
export DESIGN_NICKNAME = Wrapper
export VERILOG_FILES = /design/flow/design.v
export SDC_FILE = /design/flow/constraint.sdc
export NUM_CORES = 4
export LEC_CHECK = 1
export CORE_UTILIZATION = 30
```
==> run summary <==
flow finished, numbers: Relative slew margins 0.399, Yosys warning count 1, Worst path max stage delay roughly 780 ps, clock tree buffer depth 3, area share of xor/xnor cells in the synthesized design 0, required time reported for the critical path endpoint 40,890 ps, arrival time worst endpoint between 10,000 and 15,000 ps, Core Util at FP 0.303, Chip Width 246 µm, number of instances resized during post-cts repair 0, top post-synthesis cells by count sky130_fd_sc_hd__a21oi_1 (497), sky130_fd_sc_hd__dfrtp_1 (334), sky130_fd_sc_hd__mux2i_1 (299), Worst Path Max Fanout 78, cell repeated most along the worst path sky130_fd_sc_hd__buf_4, Max rail drop VDD 0.0248 mV, area fraction in and, or, nand and nor cells after synthesis 0.0626, top post-synthesis cells by area sky130_fd_sc_hd__dfrtp_1 (47%), sky130_fd_sc_hd__mux2i_1 (17%), sky130_fd_sc_hd__a21oi_1 (14%), number of DRC violations after detailed routing 0, type of the setup path with the least slack primary input to flip-flop, highest attainable clock frequency ~0.083 GHz, Detailed Route WL 51,800 µm, cell with the largest stage delay on the worst path sky130_fd_sc_hd__buf_4, mapped cell area between 15,000 and 20,000 µm², Vias per Instance 5.10, Chip Area, Yosys 17,800 µm², result of the run finished clean, capturing element type of the critical path flip-flop, number of flip-flops and latches in the synthesized netlist 356, Antenna Nets Post-Route 0, area share, top type 0.468, Worst Max-Slew Pin Slew 901 ps, biggest combinational cell group after synthesis multiplexers, global placement routability congestion 0.837, share of final-layout standard cells stronger than drive strength 1 0.0833, number of antenna violations at the first check in global routing 16, depth of the CTS H-tree 2, min cycle time layout 12,030 ps, Die Height 246 µm, Log Warnings 54, Max Transition Viols Final 0, met2 GRT Util 0.263, overflow left after global routing 0, clock root buffer sky130_fd_sc_hd__clkbuf_16, Avg Synthesized Cell Area 10.5 µm², clk slew on worst S/H paths 60 ps, yosys aoi share 0.185, cts hold-fix bufs 0, first drt pass iteration count 5, number of hold violations in the final report 0, number of synthesized flops with an enable pin 0, maximum number of pins on one net before global-route repair about 120, buffers added on ports 333, # Max-Cap Violations 0, half-perimeter wire length after placement 33,000 µm, drt initial violations 1,050, final-layout fill cell count between 5k and 6k, total clock buffers created by CTS 44, TritonCTS clock tree yes, area fraction in mux cells 0.190, final period utilization 0.297, Syn-to-layout area delta 28.6%, via count of the first global-routing pass 14.1k, met1 capacity usage during global routing 0.247, Pleak roughly 9 nW, insertion delay at the late pin of the worst-skew pair 570 ps, sequential share of the synthesized area 0.501, post-synthesis cell count from yosys 1,707, Power Density 40.5 nW/µm², standard cell core area 58,900 µm², type of the most critical hold path flip-flop to flip-flop, startpoint kind of the worst setup timing path primary input, area fraction in full adders, half adders and majority gates 0.00280, share of async-settable or async-resettable flops after synthesis 1.00, routed via count around 14k, final sum of negative setup slack 0 ps, wire length of the first global-routing pass 80,400 µm, Max Clock Skew just under 30 ps, most crowded layer after global routing met2, crit-path cells clkdlybuf4s50_1, or3b_2, a21boi_4, buf_4, and2_4, buf_4, buf_4, a21oi_1, total global routing track utilization 0.172, placement row count roughly 89, largest area contributor in the synthesized netlist sky130_fd_sc_hd__dfrtp_1, Global Route met3 Usage 0.0479, Yosys cell types between 40 and 50, Gate Count Post-Synth ~1.7k, post-CTS setup repair buffer count 0, number of top-level design ports roughly 390, Avg WL per Cell 18.8 µm, main flop type sky130_fd_sc_hd__dfrtp_1, chip area 60,500 µm², setup repair after global routing missed its margin false, final core utilization 0.389, Num Clock Sinks 356, total of endpoints with negative setup slack in the final report 0, cell with the most instances after synthesis sky130_fd_sc_hd__a21oi_1
## where the power goes
group          total (mW)  internal, mW  switching (mW)  leakage [nW]
Clock               0.388         0.232           0.156         0.690
Combinational       0.120        0.0674          0.0526          4.20
Sequential          0.422         0.395          0.0277          4.03
## worst paths after layout
| kind | start | end | slack, ps | cells past startpoint |
|---|---|---|---|---|
| max | avm_waitrequest | freqs_r[148]$_DFFE_PP0P_ | 28470 | 8 |
| min | avm_read_r$_DFFE_PP1P_ | avm_read_r$_DFFE_PP1P_ | 490 | 2 |
| max reg2reg | avm_address_r[2]$_DFFE_PP0P_ | freqs_r[148]$_DFFE_PP0P_ | 36000 | 7 |
| min reg2reg | avm_read_r$_DFFE_PP1P_ | avm_read_r$_DFFE_PP1P_ | 490 | 2 |
| max in group asynchronous | avm_rst | freqs_r[51]$_DFFE_PP0P_ | 30560 | 4 |
| min in group asynchronous | avm_rst | threshold_gate_r[11]$_DFFE_PP0P_ | 8030 | 2 |
## final cells by class
type / instances / area, µm² / share of cell area
Antenna cell: 6 / 15.0 / 0.000654
Inverter: 6 / 30.0 / 0.00131
Clock buffer: 69 / 1340 / 0.0582
Timing Repair Buffer: 362 / 3580 / 0.156
Sequential cell: 356 / 8940 / 0.390
Clock inverter: 8 / 81.3 / 0.00355
Tap cell: 773 / 967 / 0.0422
Multi-Input combinational cell: 1180 / 7990 / 0.348
## placed cells by master (no fill, tap or decap), types with 3 or more instances in the layout
cell type,synthesis,layout
sky130_fd_sc_hd__a2111o_1,50,50
sky130_fd_sc_hd__a21oi_1,497,497
sky130_fd_sc_hd__a221oi_1,3,3
sky130_fd_sc_hd__a22o_1,7,7
sky130_fd_sc_hd__and2_1,5,4
sky130_fd_sc_hd__and3_1,9,9
sky130_fd_sc_hd__buf_4,63,27
sky130_fd_sc_hd__clkbuf_1,69,12
sky130_fd_sc_hd__clkbuf_16,0,45
sky130_fd_sc_hd__clkbuf_8,0,12
sky130_fd_sc_hd__clkdlybuf4s50_1,0,333
sky130_fd_sc_hd__clkinv_4,0,3
sky130_fd_sc_hd__conb_1,1,30
sky130_fd_sc_hd__dfrtp_1,334,332
sky130_fd_sc_hd__dfstp_2,22,22
sky130_fd_sc_hd__diode_2,0,6
sky130_fd_sc_hd__ha_1,4,4
sky130_fd_sc_hd__inv_1,6,5
sky130_fd_sc_hd__mux2_2,35,35
sky130_fd_sc_hd__mux2i_1,299,299
sky130_fd_sc_hd__nand2_1,63,63
sky130_fd_sc_hd__nand2b_1,3,3
sky130_fd_sc_hd__nand3_1,52,52
sky130_fd_sc_hd__nand4_1,5,5
sky130_fd_sc_hd__nor2_1,60,59
sky130_fd_sc_hd__nor2b_1,4,3
sky130_fd_sc_hd__nor3_1,5,4
sky130_fd_sc_hd__nor3b_1,17,17
sky130_fd_sc_hd__o211ai_1,3,3
sky130_fd_sc_hd__o21ai_0,6,6
## per-layer routing
layer | up-vias | part of all wire
li1 | 6661 | -
met1 | 6965 | 0.43
met2 | 326 | 0.47
met3 | 104 | 0.067
met4 | 20 | 0.024
met5 | - | 0.0024
## cell families (layout without fill, tap and decap cells)
logic type,Yosys count,in the layout
DFF,356,356
AOI/OAI and AO/OA,578,578
other,1,36
and+or+nand+nor,234,234
muxes,334,334
buffers and inverters,200,445
adders and majority gates,4,4
## flip-flops by register name, summed over array words and instances, names as in the netlist
register,count
threshold_gate_r,15
threshold_camp_r,15
get_r,1
Pan_r,3
makeup_r,15
send_counter_r,5
avm_read_r,1
ratio_r,5
avm_address_r,2
state_r,4
freqs_r,256
rcv_data_r,32
rcv_counter_r,2
## metrics by stage
step                area (µm²)  total power, mW  worst slack [ps]  hold WS, ps  std cells
detailed placement       21500            0.550             27980          487       2677
global placement         21500            0.547             27990          480       2677
CTS                      22900            0.943             28580          490       2754
global route             22900            0.973             28300          527       2760
floorplan                18000            0.485             22560          439       1736
finish                   22900            0.930             28470          493       2760
## worst max-delay path: cells and delay by family
kind	cells	cell delay (ps)
simple gates	2	1240
buf+inv	4	2620
compound gates	2	320
Power and IR drop assume default switching activity.
